### ./run.sh
#!/bin/bash
# OpenROAD 26Q1-2900-gdf79404cd8, Yosys 0.63+post, stock flow scripts
make -C /OpenROAD-flow-scripts/flow DESIGN_CONFIG=/design/flow/config.mk WORK_HOME=/design/flow/orfs finish
### ./config.mk
export PLATFORM = sky130hd
export DESIGN_NAME = clk_div
export DESIGN_NICKNAME = clk_div
export VERILOG_FILES = /design/flow/design.v
export SDC_FILE = /design/flow/constraint.sdc
export NUM_CORES = 4
export LEC_CHECK = 1
export CORE_AREA = 10 10 70 70
export DIE_AREA = 0 0 80 80
### ./constraint.sdc
current_design clk_div

set clk_period 2.1
set clk_io_pct 0.2

create_clock -name clk0 -period $clk_period [get_ports {clk}]

set non_clock_inputs [all_inputs -no_clocks]
set_input_delay [expr $clk_period * $clk_io_pct] -clock clk0 $non_clock_inputs
set_output_delay [expr $clk_period * $clk_io_pct] -clock clk0 [all_outputs]
### ./design.v
module clk_div(
    input           clk,
    input           enable,
    output  reg     clk_out
);
parameter SYS_CLK = 50000000;    
parameter CLK_OUT = 1000000;     
parameter COUNTER_MAX = SYS_CLK / (2 * CLK_OUT);  
reg [4:0] counter;
initial begin
    counter = 0;
    clk_out = 0;
end
always @(posedge clk) begin
    if (enable) begin
        if (counter == COUNTER_MAX - 1) begin
            counter <= 0;
            clk_out <= ~clk_out;
        end
        else begin
            counter <= counter + 1'd1;
        end
    end
end
endmodule
module clk_div_tb;
reg clk_50;
wire clk_1;
clk_div DUT(
    .clk (clk_50),
    .enable (1'b1),
    .clk_out (clk_1)
);
initial begin
    clk_50 = 1'b0;
end
always #1
    clk_50 = !clk_50;
endmodule
==> changes_impl.md <==
### Physical design

* # diodes at 0
* CP bufs+invs at 1
* Chip Area, Yosys at between 300 and 400 um2
* Distinct cells, synth at 15
* H-tree depth at 1
* Hold Crit Depth at 1
* Via count at between 150 and 200
* Largest net degree at the start of global routing at 7
* Rel. slew slack at a little over four fifths
* Gpl congestion at about 0.74
* Iteration-0 DRC count of the detailed router at 3
* Max VDD drop at roughly 0.35 mV
* Placed inst area at 397.9 um2
* Leak at approximately 0.00016 uW
* Post-CTS setup buffer count at 0
* Die area at 0.006400 mm2
* WP data required at between 1500 and 2000 ps
* Tot GR Track Use at about 1.6%
* Reg2reg end: clk_out$_DFFE_PP_
* Type of origin of the critical path: flip-flop
* Commonest Layout Cell: edfxtp_1
* Finished Layout Cells at between 70 and 80
* Post-synth seq share at 56.25%
* Setup_tns at 0 ps
* Setup Crit Path Kind: reg2out
* Internal at 239.2 uW
* Global-route wire length before repair at between 800 and 900 um
* Final Hold Vio Count at 0
* Fmax at around 0.7 GHz
* RSZ-0062 raised after global routing: no
* Crit path largest cell delay at around 470 ps
* Final Util at between 10% and 20%
* Drt drc at 0
* Die height at around 80 um
* CP arrival at between 1000 and 1500 ps
* Slowest cell on crit path: clkdlybuf4s50_1
* Class of the worst hold path: reg2reg
* Wire per inst at 5.924 um
* Clock Path Buffers at 2
* Combinational share of power at between 10 and 15%
* Crit-path cells: clkdlybuf4s50_1
* Worst-path clk slew at 40 ps
* Worst-Skew Late Latency at between 200 and 250 ps
* Hold endpoint: clk_out$_DFFE_PP_
* Period utilisation layout at a little over two thirds
* Rows at 21
* CTS tree: done
* Drt pass-1 iters at 2
* Reg2Reg Depth at 5
* Sequential power share at 52.9%
* Tool Warnings at 26
* Final setup fails at 0
* Switching Power at between 60 and 70 uW
* Post-CTS Resized at 0
* Place WS at a little over 600 ps
* GRT overflow at 0
* Max_cap viols at 0
* PortBufs at 2
* Detail Route Antenna Nets at 0
* Share of cells above drive strength 1 at about an eighth
* Worst Skew at roughly 3.1 ps
* TritonCTS Buffers at 3
* Cts hold-fix bufs at 0
* Crit path max fanout at 2
* Worst-margin pin slew at 237.1 ps
* Max-slew violation count at 0
* Most frequent cells in the layout: 6 x edfxtp_1, 4 x inv_1, 3 x nand2_1, 3 x clkbuf_4
* Flops & latches, synth at 6
* Width of the die at approximately 80 um
* CP endpoint kind: output port
* Cell count after synthesis at 28
* DP Cell Count at about 76
* Setup ws final at approximately 640 ps
* Drt total wl at between 400 and 500 um
* Yosys cell count at 28
* Final HPWL DP at 363.8 um
* Crit path time final at ~1500 ps
* Pre-Place Util at roughly a tenth
* Clk pwr share at 32.7%
* Flop2flop setup slack at about 660 ps
* Power Dens Cells at approximately 730 mW/mm2
* Placeable Area at around 0.0034 mm2
* Hold path startpoint: clk_out$_DFFE_PP_
* Cell area after layout at 420.4 um2
* Via density at ~2.5
* Delay-heaviest family, CP: buffers and inverters
* Layout area overhead at 31.25%
* Vias in the first global route at between 200 and 250
* CTS root buffer: clkbuf_4
* Initial antenna violation count at 0
* TritonCTS sink count at 6
* Switching Fraction at ~22%
* Cell area after synthesis at ~320 um2
* Status: complete, no violations
* Reg2reg start: counter[0]$_SDFFCE_PN0P_
* Syn avg cell area at about 11 um2
* # IOs at 3
* Yosys warnings at 1
[layer usage]
layer  up-vias  wire length, um  global-route usage (%)
met2         7              181                   2.087
met5         -                0                       0
li1        107                -                       -
met4         0                0                  0.1761
met3         0               49                   1.136
met1        83              238                   2.174
[registers in the layout, indices dropped and copies added (netlist names)]
register and count:
counter 5, clk_out 1
[cell usage after synthesis]
library cell,n,area (um2)
ha_1,2,25.02
nor2b_1,1,6.260
edfxtp_1,6,180.2
nand3_1,2,10.01
nand2_1,3,11.26
xnor2_1,1,8.760
nor2_1,1,3.750
inv_1,4,15.01
and2b_1,1,7.510
a22o_1,2,17.52
o21ai_1,1,5.000
nor2b_2,1,8.760
o21ai_0,1,5.000
and2_1,1,6.260
mux2i_1,1,10.01
[power by group through the flow]
| stage | clock [uW] | sequential, uW | combinational (uW) |
|---|---|---|---|
| CTS | 105 | 163 | 45.7 |
| finish | 101 | 163 | 44.6 |
| global route | 116 | 164 | 52.8 |
[through the flow]
step	hold slack, ps	power, uW
global route	562.5	332.4
CTS	545.4	313.2
floorplan	486.9	196.2
detailed placement	535.8	209.1
finish	538.5	308.2
global placement	543.2	209.7
[how the worst max path moves through the flow]
stage                                     from                 to  cells after the start
after CTS                    clk_out$_DFFE_PP_            clk_out                      1
after global routing  counter[0]$_SDFFCE_PN0P_  clk_out$_DFFE_PP_                      5
final                        clk_out$_DFFE_PP_            clk_out                      1
[logic make-up (layout without fill, tap and decap cells)]
logic type,count (synthesis),after routing,share of synthesized area [%]
muxes,1,1,3.125
and+or+nand+nor,10,10,16.80
xor gates and xnor gates,1,1,2.735
buffers and inverters,4,9,4.686
adders and majority gates,2,2,7.811
DFF,6,6,56.25
AOI/OAI and AO/OA,4,4,8.592
[cell type report]
| cell class | count | area [um2] |
|---|---|---|
| clock buffers | 3 | 22.52 |
| fillers | 402 | 2995 |
| inverters | 4 | 15.01 |
| multi-input cells | 18 | 125.1 |
| flip-flops and latches | 6 | 180.2 |
| well taps | 46 | 57.56 |
| repair buffers | 2 | 20.02 |
Power figures rest on the tool's default switching activity, not on a simulated workload.
