[design/flow/config.mk]
export PLATFORM = sky130hd
export DESIGN_NAME = ram
export DESIGN_NICKNAME = ram
export VERILOG_FILES = /design/flow/design.v
export SDC_FILE = /design/flow/constraint.sdc
export NUM_CORES = 4
export LEC_CHECK = 1
export CORE_UTILIZATION = 30
export SYNTH_MEMORY_MAX_BITS = 65536
[design/flow/constraint.sdc]
current_design ram

set clk_period 46.9
set clk_io_pct 0.2

create_clock -name clk0 -period $clk_period [get_ports {clk}]

set non_clock_inputs [all_inputs -no_clocks]
set_input_delay [expr $clk_period * $clk_io_pct] -clock clk0 $non_clock_inputs
set_output_delay [expr $clk_period * $clk_io_pct] -clock clk0 [all_outputs]
[design/flow/design.v]
module ram #(parameter
    ADDR_WIDTH = 16,
    DATA_WIDTH = 8,
    DEPTH = 1024)
(
    input wire clk,
    input wire cs,
    input wire [ADDR_WIDTH-1:0] addr, 
    input wire we,
    input wire [DATA_WIDTH-1:0] data_in,
    output reg [DATA_WIDTH-1:0] data_out 
);
reg [DATA_WIDTH-1:0] memory_array [0:DEPTH-1]; 
always @(posedge clk) begin
    if (cs) begin
        if (we) begin
            memory_array[addr] <= data_in;
        end
        data_out <= memory_array[addr];
    end
end
endmodule
[design/flow/run.sh]
#!/bin/bash
# OpenROAD 26Q1-2900-gdf79404cd8, Yosys 0.63+post, stock flow scripts
make -C /OpenROAD-flow-scripts/flow DESIGN_CONFIG=/design/flow/config.mk WORK_HOME=/design/flow/orfs finish
==> flow_summary.json <==
{
  "antenna_found_initial": 87,
  "final_util": 0.342,
  "min_from": "memory_array[1022][2]",
  "cp_slowest_stage_delay_ps": 720,
  "rr_worst_depth": 8,
  "min-delay-path-class": "reg -> reg",
  "dp.cells": 30300,
  "power_mw": 14.9,
  "p_leak_nw": 115,
  "chipWidth_um": 1030,
  "top_cells_by_area": "edfxtp_1, mux2i_1, mux4_2",
  "gp_congestion": 0.899,
  "std_cell_rows": 377,
  "rsz0062_at_grt": "no",
  "slowest_stage": "buf_4",
  "tns_ps": 0,
  "wl_per_cell_um": 27.6,
  "worstSetupPathType": "in -> reg",
  "setup.worst_path.start_class": "primary input",
  "maxSlewViolCount": 0,
  "synth_flops": 8200,
  "powerDensity_nw_per_um2": 41.4,
  "arrival_ps": 18260,
  "post-place-ws_ps": 28390,
  "setup_viol": 0,
  "cts_buffers": 812,
  "tritoncts": "built",
  "netlist-cell-type-count": 57,
  "fp_util": 0.301,
  "root_buffer": "clkbuf_16",
  "top_area_cell": "edfxtp_1",
  "dr_total_vias": 160000,
  "maxCapViolCount": 0,
  "drive_gt1_frac": 0.135,
  "synth-edff-count": 8200,
  "core-area_um2": 1050000,
  "period_needed_ps": 17390,
  "status": "finished, final reports clean",
  "synthFlopType": "edfxtp_1",
  "setup_slack_ps": 29510,
  "fin_cells": 31900,
  "regToRegEndpoint": "data_out[4]",
  "clk-insertion-delay-late_ps": 1150,
  "syn_inst": 16800,
  "async_reset_ff_frac": 0,
  "hold_buffers": 0,
  "dr.pass1.iters": 5,
  "crit_chain": "buf_16 > buf_4 > buf_12 > buf_4 > buf_4 > buf_4 > buf_4 > buf_4 > buf_4 > buf_4 > mux2i_1 > o22ai_1 > nor4_1 > o2111ai_1 > o21ai_1 > a21oi_1 > a21oi_1 > nand4_1",
  "clkSlewWorstSetupHoldPaths_ps": 60,
  "grt_pass1_wl_um": 1240000,
  "area_growth_pct": 13.6,
  "ff2ff_setup_slack_ps": 42600,
  "hold_viol": 0,
  "worstPathRequired_ps": 47770,
  "drc": 0,
  "skew_ps": 55.0,
  "endpoint_kind": "flop",
  "final.period_utilization": 0.371,
  "grt-ovfl-total": 0,
  "worst_pin_slew_ps": 1050,
  "drtIter0Drc": 11000,
  "io_buffers": 28,
  "max_freq_mhz": 57.5,
  "htreeDepth": 6,
  "io_pins": 35,
  "ant_nets": 0,
  "irDropWorstVdd_mv": 0.0382,
  "post_cts_resized": 0,
  "cts.path.max_buffers": 4,
  "chip_area_um2": 1060000,
  "yosys_warnings": 1,
  "cts.sinks": 8200,
  "ys_cells": 16800,
  "syn_area_per_cell_um2": 18.9,
  "top_cell_area_share": 0.778,
  "r2r-start": "memory_array[25][4]",
  "grt_max_degree": 132,
  "die_h_um": 1030,
  "path_common_cell": "buf_4",
  "dp_hpwl_um": 539000,
  "path_max_fanout": 84,
  "wirelength_um": 881000,
  "grt_pass1_vias": 169000,
  "ys_seq_share": 0.778,
  "vias_per_cell": 5.02,
  "cts_setup_buffers": 0,
  "track_usage": 0.174,
  "hold_path_depth": 7,
  "slew_headroom": 0.299,
  "tool_warnings": 67,
  "syn_area_um2": 317000,
  "yosys_area_um2": 317000,
  "holdPathEnd": "data_out[2]"
}
-- through the flow --
step	instance area (µm²)	hold slack (ps)
2_1_floorplan	317000	812
3_3_place_gp	334000	1070
3_5_place_dp	334000	1060
4_1_cts	359000	1080
5_1_grt	359000	1150
6_report	360000	1080
-- flip-flops by register name (all words and copies together), names as in the netlist --
name and count:
data_out 8, memory_array 8192
-- how the worst max path moves through the flow --
| stage | end | startpoint | cells after the start | slack, ps |
|---|---|---|---|---|
| 4_1_cts | data_out[7] | addr[1] | 18 | 29640 |
| 6_report | data_out[7] | addr[1] | 18 | 29510 |
| 5_1_grt | data_out[7] | addr[1] | 18 | 29260 |
-- metal layers --
metal,part of all wire,track usage,vias up
met2,0.46,0.254,8710
met1,0.32,0.184,80700
met4,0.040,0.0646,94
li1,-,-,69100
met3,0.18,0.146,1599
met5,0.0019,0.0129,-
-- power by group --
part           switching (mW)  total [mW]  internal, mW  leakage, nW
combinational           0.458       0.651         0.193         29.6
sequential            0.00271        8.07          8.07         73.7
clock                    2.72        6.18          3.46         12.2
-- critical path, delay by kind of cell --
kind                   cells  cell delay, ps
buffers and inverters     10            6180
and+or+nand+nor            2             470
muxes                      1             400
AOI/OAI and AO/OA          5            1470
-- final cells by class --
| class | instances | area (µm²) |
|---|---|---|
| Antenna cell | 174 | 435 |
| Clock buffer | 1032 | 21200 |
| Clock inverter | 423 | 3890 |
| Fill cell | 97100 | 693000 |
| Inverter | 1 | 6.26 |
| Multi-Input combinational cell | 7451 | 65200 |
| Sequential cell | 8200 | 246000 |
| Tap cell | 14000 | 17500 |
| Timing Repair Buffer | 614 | 5100 |
-- cells in the mapped netlist (8+ instances only) --
master and number:
mux4_2 660, a221oi_1 15, buf_1 57, o31ai_1 8
nor4_1 197, edfxtp_1 8200, o21ai_1 15, o21ai_0 154
nor3_1 137, a31oi_1 17, o2111ai_1 74, mux2i_1 2826
nor2_1 1261, mux2_2 12, or4_1 54, nand3_1 129
a21oi_1 94, a22o_1 30, clkbuf_1 384, a221o_1 8
o22ai_1 1206, a22oi_1 217, nand2_1 167, buf_2 456
nor2b_1 16, buf_4 128, buf_6 74, and3_1 10
o211ai_1 11, and2_1 10, a211oi_1 16, nand4_1 40
o22a_1 9
-- logic make-up (layout without fill, tap and decap cells) --
group | count (synthesis) | after routing | share of synthesized area
other | 0 | 174 | 0
DFF | 8200 | 8200 | 0.778
muxes | 3498 | 3498 | 0.137
AOI/OAI and AO/OA | 1898 | 1898 | 0.0388
and+or+nand+nor | 2055 | 2055 | 0.0288
buffers and inverters | 1104 | 2070 | 0.0182
-- cell usage in the layout (no fill, tap or decap), types with 135 or more instances in the layout --
cell type and instances:
o21ai_0 154, nand2_1 135, clkbuf_1 216, mux2i_1 2826, edfxtp_1 8200, o22ai_1 1206
nor4_1 196, a22oi_1 217, diode_2 174, clkbuf_16 816, mux4_2 660, nor3_1 135
clkinv_1 198, buf_4 560, nor2_1 1253
No activity file was given, so power comes from the tool's default toggle rates.
