### ./run.sh
#!/bin/bash
# OpenROAD 26Q1-2900-gdf79404cd8, Yosys 0.63+post, stock flow scripts
make -C /OpenROAD-flow-scripts/flow DESIGN_CONFIG=/design/flow/config.mk WORK_HOME=/design/flow/orfs finish
### ./config.mk
export PLATFORM = sky130hd
export DESIGN_NAME = gpio
export DESIGN_NICKNAME = gpio
export VERILOG_FILES = /design/flow/design.v
export SDC_FILE = /design/flow/constraint.sdc
export NUM_CORES = 4
export LEC_CHECK = 1
export CORE_AREA = 10 10 70 70
export DIE_AREA = 0 0 80 80
### ./constraint.sdc
current_design gpio

set clk_period 1.0
set clk_io_pct 0.2

create_clock -name clk0 -period $clk_period [get_ports {clk}]

set non_clock_inputs [all_inputs -no_clocks]
set_input_delay [expr $clk_period * $clk_io_pct] -clock clk0 $non_clock_inputs
set_output_delay [expr $clk_period * $clk_io_pct] -clock clk0 [all_outputs]
### ./design.v
module gpio #(parameter NUM_PINS = 8) (
    input wire clk,
    input wire reset,
    input wire cs,
    input wire [NUM_PINS-1:0] data_in,
    output reg [NUM_PINS-1:0] data_out
);
always @(posedge clk) begin
    if (reset) begin
        data_out <= 8'h00;
    end
    else if (cs) begin
        data_out <= data_in;
    end
end
endmodule
==> impl_metrics.env <==
# source this file to load flow results
export IMPL_htree_levels=1
export IMPL_cts_buffers=3
export IMPL_wire_per_inst_um=9.66
export IMPL_vias=251
export IMPL_cts_sinks=8
export IMPL_grt_max_degree=9
export IMPL_dr_first_iter_drc_count=8
export IMPL_viasPerCell=2.70
export IMPL_sequentialPowerShare_pct=50.3
export IMPL_log_warning_count=25
export IMPL_setup_viol_count_final=0
export IMPL_fin_util_pct=16.8
export IMPL_antenna_cells=0
export IMPL_core_area_um2=3420
export IMPL_clockRootBuffer="clkbuf_4"
export IMPL_antenna_found_initial=0
export IMPL_ys_seq_share_pct=56.1
export IMPL_intPower_mw=0.564
export IMPL_dieArea_um2=6400
export IMPL_cts_tree="built"
export IMPL_combPwrFrac_pct=17.1
export IMPL_gp_congestion=0.681
export IMPL_yosysUniqueCellTypes=5
export IMPL_ff_type="dfxtp_1"
export IMPL_fill_cells=388
export IMPL_status="complete, no violations"
export IMPL_top_regs="data_out x8"
export IMPL_drt_total_wl_um=898
export IMPL_antenna_left=0
export IMPL_clk_path_buf_depth=2
export IMPL_p_clk_share_pct=32.7
export IMPL_gr_total_overflow=0
export IMPL_leakage_nw=0.242
export IMPL_slowest_stage="dfxtp_2"
export IMPL_top_area_cell="dfxtp_1"
export IMPL_hold_buffers=0
export IMPL_drt_pass1_iter_count=2
export IMPL_ys_warnings_count=1
export IMPL_path_clk_slew_ps=50
export IMPL_grt_pass1_vias=299
export IMPL_die_h_um=80
export IMPL_worstPathArrival_ps=740
export IMPL_grt_first_pass_wirelength_um=1370
export IMPL_edf_count=0
export IMPL_clk_latency_ps=240
export IMPL_maxSlewViolCount=0
export IMPL_combGateArea_um2=114
export IMPL_numPortBuffers=18
export IMPL_hold_viol_final=0
export IMPL_path_max_fanout=2
export IMPL_die_width_um=80
export IMPL_p_sw_share_pct=19.6
export IMPL_seqCellArea_um2=170
export IMPL_end_kind="output port"
export IMPL_final_layout_size_suffix_gt1_share_pct=29.8
export IMPL_ys_flops=8
export IMPL_syn_to_final_growth_pct=101
export IMPL_area_leaders="dfxtp_1, mux2i_1, nor2_1"
export IMPL_yosys_stat_cells=26
export IMPL_drv_cap=0
export IMPL_netlist_instances=26
export IMPL_period_needed_ps=936
export IMPL_peakVddDrop_uv=240
export IMPL_place_area_um2=528
export IMPL_drc_errors=0
export IMPL_num_rows=21
export IMPL_grt_usage_pct=2.74
export IMPL_yosys_area_um2=285
export IMPL_fin_skew_ps=0
export IMPL_largest_register="data_out"
export IMPL_synth_area_um2=285
export IMPL_largest_reg_flops=8
export IMPL_slew_headroom_pct=80.9
export IMPL_fmax_ghz=1.07
export IMPL_synth_top_area_share_pct=56.1
export IMPL_fp_util_pct=8.35
export IMPL_cp_required_ps=800
export IMPL_common_cells="dfxtp_1, mux2i_1, nor2_1"
export IMPL_crit_type="reg -> out"
export IMPL_async_flop_share_pct=0
export IMPL_ios=19
export IMPL_rsz0062_at_grt="false"
export IMPL_crit_chain="clkdlybuf4s15_1"
export IMPL_min_path_type="in -> reg"
export IMPL_power_switching_mw=0.137
export IMPL_finalCritPeriodShare_pct=93.6
export IMPL_pwr_density_cell_nw_per_um2=1220
export IMPL_cp_num_buf_inv=1
export IMPL_syn_avg_cell_area_um2=11.0
export IMPL_cp_start_kind="flop"
export IMPL_worst_pin_slew_ps=285
export IMPL_path_delay_family="flip-flops"
export IMPL_finalInstanceArea_um2=574
export IMPL_slowest_delay_ps=320
[metrics by stage]
stage	cells	worst slack (ps)	power, mW	hold slack (ps)	setup TNS, ps
6_report	93	63.6	0.701	410	0
5_1_grt	93	19.5	0.741	432	0
4_1_cts	92	2.47	0.710	492	0
3_5_place_dp	89	-230	0.479	497	-1700
3_3_place_gp	89	-206	0.477	487	-1610
2_1_floorplan	26	342	0.389	347	0
[worst register-to-register path, delay by kind of cell (launching register included)]
family | cells | cell delay (ps)
flops | 1 | 310
mux | 1 | 160
buf+inv | 1 | 120
simple gates | 1 | 60
[routing by layer]
metal / vias to the layer above / part of all wire [%] / GRT usage, %
li1: 128 / - / -
met4: 0 / 0.56 / 0.704
met2: 2 / 63 / 5.78
met1: 119 / 32 / 2.14
met5: - / 0 / 0
met3: 2 / 3.9 / 1.14
[layout make-up]
type / count / area share, %
well taps: 46 / 10.0
multi-input cells: 16 / 19.8
repair buffers: 20 / 36.6
clock buffers: 3 / 3.92
flip-flops and latches: 8 / 29.6
[power by group through the flow]
stage / combinational, mW / clock (mW) / sequential [mW]
CTS: 0.116 / 0.242 / 0.352
global route: 0.131 / 0.257 / 0.354
finish: 0.120 / 0.229 / 0.352
[cell families (layout without fill, tap and decap cells)]
group / after synthesis / in the layout / share of synthesized area, %
buffers and inverters: 2 / 23 / 5.26
flip-flops: 8 / 8 / 56.1
multiplexers: 8 / 8 / 28.1
AND/OR/NAND/NOR: 8 / 8 / 10.5
[path summary, 6_finish.rpt]
check / from / end / slack [ps] / cells past startpoint
worst min register to register: data_out[4]$_SDFFE_PP0P_ / data_out[4]$_SDFFE_PP0P_ / 480 / 2
worst max register to register: data_out[7]$_SDFFE_PP0P_ / data_out[7]$_SDFFE_PP0P_ / 220 / 3
worst min-delay path: cs / data_out[4]$_SDFFE_PP0P_ / 410 / 4
worst max-delay path: data_out[5]$_SDFFE_PP0P_ / data_out[5] / 60 / 1
[cell usage in the layout, fill, tap and decap left out, drive strengths merged]
| master | Yosys | routed |
|---|---|---|
| clkdlybuf4s50 | 0 | 9 |
| nor2 | 8 | 8 |
| dfxtp | 8 | 8 |
| clkdlybuf4s15 | 0 | 8 |
| mux2i | 8 | 8 |
| clkbuf | 0 | 3 |
| buf | 2 | 2 |
| dlymetal6s2s | 0 | 1 |
[repair_timing]
action	in CTS	in global routing
gates resized	23	3
endpoints found under the setup margin	8	4
pin swaps	0	0
setup buffers	0	1
Power figures rest on the tool's default switching activity, not on a simulated workload.
